==> design/flow/design.v <==
`timescale 1ns/1ps
module DATA_HZ (
    input          exe_is_load_i      ,
    input [4:0]    id_rf_sr1_i        ,
    input [4:0]    id_rf_sr2_i        ,
    input [4:0]    exe_rf_wr_i        ,
    input [31:0]   exe_rf_rd1_i       ,
    input [31:0]   exe_rf_rd2_i       ,
    input [4:0]    exe_rf_sr1_i       ,
    input [4:0]    exe_rf_sr2_i       ,
    input          mem_rf_we_i        ,
    input [1:0]    mem_wb_sel_i       ,
    input [4:0]    mem_rf_wr_i        ,
    input [31:0]   mem_imme_i         ,
    input [31:0]   mem_alu_c_i        ,
    input [31:0]   mem_pc4_i          ,
    input [4:0]    wb_rf_wr_i        ,
    input          wb_rf_we_i        ,
    input [1:0]    wb_wb_sel_i       ,
    input [31:0]   wb_imme_i         ,
    input [31:0]   wb_alu_c_i        ,
    input [31:0]   wb_pc4_i          ,
    input [31:0]   wb_dram_rd_i      ,
    output reg     pc_stall_o         ,
    output reg     if_id_stall_o      ,
    output reg     id_exe_flush_o     ,
    output reg [31:0] exe_rd1_o           ,
    output reg [31:0] exe_rd2_o
);  
    always @(*) begin
        if (exe_is_load_i && (exe_rf_wr_i == id_rf_sr1_i
                || exe_rf_wr_i == id_rf_sr2_i)
                && exe_rf_wr_i != 5'b0)
            pc_stall_o = 1'b1;
        else 
            pc_stall_o = ~1'b1; 
    end
    always @(*) begin
        if (exe_is_load_i && (exe_rf_wr_i == id_rf_sr1_i
                || exe_rf_wr_i == id_rf_sr2_i)
                && exe_rf_wr_i != 5'b0)
            if_id_stall_o = 1'b1;
        else 
            if_id_stall_o = ~1'b1; 
    end
    always @(*) begin
        if (exe_is_load_i && (exe_rf_wr_i == id_rf_sr1_i
                || exe_rf_wr_i == id_rf_sr2_i)
                && exe_rf_wr_i != 5'b0)
            id_exe_flush_o = 1'b1;
        else 
            id_exe_flush_o = ~1'b1; 
    end
    assign exe1_hz = (mem_rf_wr_i == exe_rf_sr1_i 
                      && mem_rf_we_i 
                      && mem_rf_wr_i != 5'b0
                    ) ? 
                    1'b1 : ~1'b1;
    assign exe2_hz = (mem_rf_wr_i == exe_rf_sr2_i 
                      && mem_rf_we_i 
                      && mem_rf_wr_i != 5'b0
                    ) ? 
                    1'b1 : ~1'b1;
    assign mem1_hz = (wb_rf_wr_i == exe_rf_sr1_i
                     && wb_rf_we_i
                     && wb_rf_wr_i != 5'b0
                     ) ?
                     1'b1 : ~1'b1;
    assign mem2_hz = (wb_rf_wr_i == exe_rf_sr2_i
                     && wb_rf_we_i
                     && wb_rf_wr_i != 5'b0
                     ) ?
                     1'b1 : ~1'b1;
    always @(*) begin
        if(exe1_hz)
            case (mem_wb_sel_i)
                2'b00:  exe_rd1_o = mem_imme_i  ;
                2'b10:  exe_rd1_o = mem_alu_c_i ;
                2'b11 :  exe_rd1_o = mem_pc4_i   ;
                default  :  exe_rd1_o = 32'b0;
            endcase
        else if (mem1_hz)
            case (wb_wb_sel_i)
                2'b00:  exe_rd1_o = wb_imme_i     ;
                2'b10:  exe_rd1_o = wb_alu_c_i    ;
                2'b11 :  exe_rd1_o = wb_pc4_i      ;
                2'b01:  exe_rd1_o = wb_dram_rd_i  ;
                default  :  exe_rd1_o = 32'b0;
            endcase
        else 
            exe_rd1_o = exe_rf_rd1_i;
    end
    always @(*) begin
        if(exe2_hz)
            case (mem_wb_sel_i)
                2'b00:  exe_rd2_o = mem_imme_i  ;
                2'b10:  exe_rd2_o = mem_alu_c_i ;
                2'b11 :  exe_rd2_o = mem_pc4_i   ;
                default  :  exe_rd2_o = 32'b0;
            endcase
        else if (mem2_hz)
            case (wb_wb_sel_i)
                2'b00:  exe_rd2_o = wb_imme_i     ;
                2'b10:  exe_rd2_o = wb_alu_c_i    ;
                2'b11 :  exe_rd2_o = wb_pc4_i      ;
                2'b01:  exe_rd2_o = wb_dram_rd_i  ;
                default  :  exe_rd2_o = 32'b0;
            endcase
        else 
            exe_rd2_o = exe_rf_rd2_i;
    end
endmodule
==> design/flow/run.sh <==
#!/bin/bash
# OpenROAD 26Q1-2900-gdf79404cd8, Yosys 0.63+post, stock flow scripts
make -C /OpenROAD-flow-scripts/flow DESIGN_CONFIG=/design/flow/config.mk WORK_HOME=/design/flow/orfs finish
==> design/flow/config.mk <==
export PLATFORM = sky130hd
export DESIGN_NAME = DATA_HZ
export DESIGN_NICKNAME = DATA_HZ
export VERILOG_FILES = /design/flow/design.v
export SDC_FILE = /design/flow/constraint.sdc
export NUM_CORES = 4
export LEC_CHECK = 1
export CORE_AREA = 10 10 159 159
export DIE_AREA = 0 0 169 169
==> design/flow/constraint.sdc <==
current_design DATA_HZ

set clk_period 7.0
set clk_io_pct 0.2

create_clock -name clk0 -period $clk_period

set non_clock_inputs [all_inputs -no_clocks]
set_input_delay [expr $clk_period * $clk_io_pct] -clock clk0 $non_clock_inputs
set_output_delay [expr $clk_period * $clk_io_pct] -clock clk0 [all_outputs]
==> impl_summary.log <==
[flow] collecting metrics
INFO  metric outcome = completed
INFO  metric worst_setup_path_end_kind = primary output
INFO  metric core_area = ~22000 sq um
INFO  metric total_leakage_power = about 2.5 nW
INFO  metric dpl.hpwl = around 23000 um
INFO  metric number_of_global_route_vias_before_repair = slightly above 6000
INFO  metric critPathBufInv = 4
INFO  metric peak_supply_drop = around 0.000036 V
INFO  metric floorplan.die.height = between 150 and 200 um
INFO  metric io_buffer_count = a little under 400
INFO  metric yosysTopAreaCellShare = 19.7%
INFO  metric tool_warnings = 32
INFO  metric n_fill_cell = between 2000 and 2500
INFO  metric worstSetupPathType = primary input to primary output
INFO  metric clockBufferCount = 0
INFO  metric cts_resized = 0
INFO  metric dieArea = between 20000 and 30000 sq um
INFO  metric placementRows = roughly 54
INFO  metric synth_top_cell_by_area = mux4_2
INFO  metric grt_pass1_wl = between 40000 and 50000 um
INFO  metric max-cap-violations = 0
INFO  metric dr.max_layer_used = met4
INFO  metric gp_routability_congestion = 0.967
INFO  metric wl_met2 = between 10000 and 15000 um
INFO  metric post_cts_buffers = 0
INFO  metric mappedNetlistArea = ~3700 sq um
INFO  metric drc_errors = 0
INFO  metric timing.critical_path.arrival = between 4 and 5 ns
INFO  metric maxSlewViolCount = 0
INFO  metric placed_instances = 1107
INFO  metric required = around 5.6 ns
INFO  metric final_hold_viol_count = 0
INFO  metric placedInstanceArea = roughly 7800 sq um
INFO  metric setup_viol_count_final = 0
INFO  metric postCtsHoldBufs = 0
INFO  metric critical-path-max-stage-delay = 0.59 ns
INFO  metric fin_hold_ws = 3.77 ns
INFO  metric grt_overflow = 0
INFO  metric ys_seq_share = 0%
INFO  metric grt_util_all_layers = a little under a fifth
INFO  metric routedLengthMet1 = approximately 11000 um
INFO  metric cp_max_fo = 35
INFO  metric area.sequential = 0 sq um
INFO  metric drc_violation_total_after_the_first_tritonroute_iteration = 447
INFO  metric routed_wl = approximately 29000 um
INFO  metric yosys_cells = ~480
INFO  metric ys_top_cells_by_area = mux4_2, a31oi_1, nor4_1, mux2_2, nand3_1
INFO  metric worst_slew_margin_rel = between 40% and 50%
INFO  metric diodes_inserted = 0
INFO  metric achievable_clock_frequency = between 150 and 200 MHz
INFO  metric min_period_over_period = around 83%
INFO  metric final_min_period = between 5 and 6 ns
INFO  metric synthesis.instances = between 400 and 500
INFO  metric postRouteAntennaNets = 0
INFO  metric route.detailed.wl_per_inst = around 26 um
INFO  metric grt_antenna_before_repair = 0
INFO  metric synthesis.yosys.warnings = 5
INFO  metric route.met3.wl = around 2900 um
INFO  metric area_growth_syn_to_layout = 112%
INFO  metric stdcell_area = around 7800 sq um
INFO  metric route.vias.total = around 5800
INFO  metric rsz0062_at_grt = false
INFO  metric initCoreUtil = 16.8%
INFO  metric final.setup.tns = 0 ns
INFO  metric num_io_pins = slightly below 400
INFO  metric dieWidth = 169 um
INFO  metric critical_path.cell_chain = clkdlybuf4s50_1 > or4_1 > o21ai_4 > buf_4 > buf_4 > nor4_1 > a31oi_1 > clkdlybuf4s50_1
INFO  metric grt_start_max_net_pins = 36
INFO  metric worstHoldPathType = primary input to primary output
INFO  metric critical-path-slowest-cell = or4_1
INFO  metric most_numerous_logic_cell_after_layout = clkdlybuf4s50_1
INFO  metric router_iterations_before_antenna_repair = 5
INFO  metric layout.cells.non_filler = approximately 1100
INFO  metric fin_util = 35.6%
INFO  metric worstMarginPinSlew = about 0.8 ns
INFO  metric critical_path.startpoint_type = primary input
INFO  metric vias_per_cell = about 5.3
INFO  metric avgSynthCellArea = around 7.6 sq um
INFO  metric synth.lib_cells_used.distinct = 28
INFO  metric post_route_cells_drive_above_1_share = roughly an eighth
INFO  metric layout.cells.most_common_list = clkdlybuf4s50_1, nand3_1, nor4_1, a31oi_1, o21ai_1
INFO  metric flops = 0
INFO  metric cpLargestDelayFamily = buffers and inverters
INFO  metric yosys.stat.chipArea = roughly 3700 sq um
INFO  metric power.density = about 67 nW/um^2
[report_power, final]
group	switching [mW]	leakage (nW)	internal (mW)	total, mW
Sequential	0	0	0	0
Clock	0	0	0	0
Combinational	0.212	2.46	0.307	0.519
Total	0.212	2.46	0.307	0.519
[logic make-up (layout without fill, tap and decap cells)]
| group | after synthesis | in the layout | synth area share (%) |
|---|---|---|---|
| multiplexers | 64 | 64 | 29.6 |
| AND-OR/OR-AND | 167 | 167 | 29.6 |
| AND/OR/NAND/NOR | 146 | 146 | 22.7 |
| buffers and inverters | 74 | 420 | 10.9 |
| XOR/XNOR | 30 | 30 | 7.18 |
[synthesized netlist by cell type (all sizes together)]
cell type / instances
a21oi: 1
a22o: 32
a31oi: 64
and4: 2
buf: 41
clkbuf: 33
mux2: 32
mux4: 32
nand2: 2
nand3: 68
nand4: 2
nor2: 1
nor3: 2
nor4: 64
o211a: 2
o211ai: 2
o21ai: 66
or3: 2
or4: 3
xnor2: 24
xor2: 6
[final timing paths]
path | start | endpoint | slack, ns | depth (start not counted)
min | exe_rf_rd2_i[29] | exe_rd2_o[29] | 3.77 | 4
max | mem_rf_wr_i[0] | exe_rd1_o[11] | 1.20 | 8
[layout make-up]
class	count	area, sq um	area share [%]
timing repair buffer	420	4130	53.2
tap	280	350	4.51
multi-input combinational	407	3280	42.3
[tightest hold or removal path, cell delays in order]
cell	delay, ns
clkdlybuf4s50_1	0.39
o21ai_1	0.07
a31oi_1	0.08
clkdlybuf4s50_1	0.43
[metrics by stage]
| step | worst slack, ns | power, mW |
|---|---|---|
| after global placement | 1.17 | 0.520 |
| after CTS | 1.14 | 0.523 |
| after floorplan | 3.00 | 0.198 |
| final | 1.20 | 0.519 |
| after global routing | 1.06 | 0.552 |
| after detailed placement | 1.16 | 0.520 |
[layer usage]
layer,GRT usage [%],up-vias
met5,0,-
met4,1.54,0
met3,6.25,16
met2,32.4,377
met1,23.2,2736
li1,-,2685
Power and IR drop assume default switching activity.
