==> design/flow/design.v <==
`timescale 1ns / 1ps
module DRAM(
    input  [2 :0]   load_op_i   ,
    input  [1 :0]   save_op_i   ,
    input  [31:0]   wdin_i      ,
    input  [31:0]   rd_i        ,
    input  [ 1:0]   adr_i       ,
    output [31:0]   wdin_o      ,
    output [31:0]   rd_o    
    );
    reg [ 7:0]  lb_tmp;
    reg [15:0]  lh_tmp;
    always @(*) begin
        case (adr_i)
            2'b00:  
                lb_tmp = rd_i[ 7:0];
            2'b01:
                lb_tmp = rd_i[15:8];
            2'b10:
                lb_tmp = rd_i[23:16];
            2'b11:
                lb_tmp = rd_i[31:24]; 
            default: 
                lb_tmp = 8'b0;
        endcase
    end
    always @(*) begin
        case (adr_i)
            2'b00:
                lh_tmp = rd_i[15:0 ];
            2'b10:
                lh_tmp = rd_i[31:16];
            default: 
                lh_tmp = 16'b0;
        endcase
    end
    wire [31:0] load_b;
    wire [31:0] load_bu;
    wire [31:0] load_h;
    wire [31:0] load_hu;
    assign load_b = {{24{lb_tmp[7]}}, lb_tmp[7:0]};
    assign load_bu = {24'b0, lb_tmp[7:0]};
    assign load_h = {{16{lh_tmp[15]}}, lh_tmp[15:0]};
    assign load_hu = {16'b0, lh_tmp[15:0]};
    reg [31:0] output_tmp;
    assign rd_o = output_tmp;
    always @(*) begin
        case (load_op_i)
        3'b000 :           output_tmp = load_b;
        3'b001:           output_tmp = load_bu;
        3'b010 :           output_tmp = load_h;
        3'b011:           output_tmp = load_hu; 
        default:           output_tmp = rd_i;
        endcase
    end
    reg [31:0] wdin_tmp;
    assign wdin_o = wdin_tmp;
    reg [31:0]  sb_tmp;
    reg [31:0]  sh_tmp;
    always @(*) begin
        case (adr_i)
            2'b00:
                sb_tmp = {rd_i[31:8], wdin_i[7:0]};
            2'b01:
                sb_tmp = {rd_i[31:16], wdin_i[7:0], rd_i[7:0]};
            2'b10:
                sb_tmp = {rd_i[31:24], wdin_i[7:0], rd_i[15:0]};
            2'b11:
                sb_tmp = {wdin_i[7:0], rd_i[23:0]}; 
            default: 
                sb_tmp = 32'b0;
        endcase
    end
    always @(*) begin
        case (adr_i)
            2'b00:
                sh_tmp = {rd_i[31:16], wdin_i[15:0]};
            2'b10:
                sh_tmp = {wdin_i[15:0], rd_i[15:0]}; 
            default: 
                sh_tmp = 32'b0;
        endcase
    end
    always @(*) begin
        case (save_op_i)
            2'b01:
                wdin_tmp = sb_tmp;
            2'b10:
                wdin_tmp = sh_tmp;
            2'b11:
                wdin_tmp = wdin_i; 
            default: 
                wdin_tmp = wdin_i;
        endcase    
    end
endmodule
==> design/flow/run.sh <==
#!/bin/bash
# OpenROAD 26Q1-2900-gdf79404cd8, Yosys 0.63+post, stock flow scripts
make -C /OpenROAD-flow-scripts/flow DESIGN_CONFIG=/design/flow/config.mk WORK_HOME=/design/flow/orfs finish
==> design/flow/config.mk <==
export PLATFORM = sky130hd
export DESIGN_NAME = DRAM
export DESIGN_NICKNAME = DRAM
export VERILOG_FILES = /design/flow/design.v
export SDC_FILE = /design/flow/constraint.sdc
export NUM_CORES = 4
export LEC_CHECK = 1
export CORE_UTILIZATION = 30
==> design/flow/constraint.sdc <==
current_design DRAM

set clk_period 7.4
set clk_io_pct 0.2

create_clock -name clk0 -period $clk_period

set non_clock_inputs [all_inputs -no_clocks]
set_input_delay [expr $clk_period * $clk_io_pct] -clock clk0 $non_clock_inputs
set_output_delay [expr $clk_period * $clk_io_pct] -clock clk0 [all_outputs]
==> design notes <==
The tools report the combined global-route utilization of all metal layers as 0.249. Worst min-delay path category: in2out. With the effective utilization at floorplan at 0.319, the area enclosed by the die boundary is 0.00583 mm2. Adding up every negative setup slack in the final design gives 0 ns. The report gives the cell count of the worst hold path as 4. For the portion of total power attributed to combinational logic, the log shows 1.000.

Per the summary, power density relative to cell area is 69.6 mW/mm2. The tools report the endpoint with the worst hold slack as wdin_o[26]. With the slew at the pin closest to its max-slew limit at 0.832 ns, the data arrival time of the critical path is 4.22 ns. The run finished with clean final reports. The number of I/O port buffers is 135, and the die outline height is 76.3 um.

With the proportion of layout cells with a drive suffix above 1 at 0.0504, the count of boundary I/O pins is 135. STA classifies the critical path endpoint as an output pin. The largest individual stage delay along the critical path comes from the cell sky130_fd_sc_hd__clkdlybuf4s50_1. In the final layout, flip-flops and latches occupy 0 um2.

The count of unique library cells instantiated by Yosys was 40. The run gives 0 as the clock buffer instance count of the final layout. The run gives 0 as the final antenna-violating net count. By startpoint and endpoint, the worst setup path is classified as in2out. The tools report the final core area utilization as 0.567.

With the count of buffers added by post-CTS timing repair for setup at 0, the leakage component of the power is 1.31 nW. The run gives 0 as the share of total power in the clock network. Per the OpenROAD power report, switching power amounts to 0.0768 mW. For the final tally of hold violations, the log shows 0. The fraction of power spent switching nets is 0.374, and the max-capacitance violation count is 0. After floorplanning, the core was sized to cover 0.00520 mm2. The count of antenna diodes in the layout was 0. The quantity of hold-fixing buffers added after cts came out at 0.

Counting every instance in the synthesized netlist gives 265. The share of the synthesized area in the top cell type was 0.140; the maximum number of pins on one net before global-route repair was 44. After synthesis, the design contains 265 cells according to Yosys.

The logs give 4 for the first-pass iteration count of the detailed router and 0 for the number of remaining DRC errors. Wires add up to 7360 um. Along the worst path, the maximum fanout reaches 19.

The largest stage delay on the critical path is 0.95 ns. The synthesis area per yosys came out at 0.00166 mm2. The count of flip-flops and latches is 0.

A synthesized cell averages 6.26 um2. With the share of the clock period used by the worst path after layout at 0.770, the worst vdd rail ir drop is 0.0000448 V. The final setup violation count was 0. In the final routed layout, each cell accounts on average for 16.5 um. The tools report the worst setup slack before clock tree synthesis as 1.72 ns. The leading cell type by number of instances after synthesis is sky130_fd_sc_hd__nand2_1.

The area added between synthesis and finish was 77.9%. The run gives 503 for the tally of filler cells in the layout. Number of warnings reported in the yosys synthesis log: 1. For reference, the final report shows the max-slew violation count at 0. The commonest cells after synthesis are 62 x sky130_fd_sc_hd__nand2_1, 32 x sky130_fd_sc_hd__a21oi_1, 16 x sky130_fd_sc_hd__a22o_1.

The run gives 5710 um for the half-perimeter wire length after detailed placement. The via count of the first global-routing pass is 2139. The chip width is 76.3 um, and the cell row count is 26.

The multi-input combinational cells in the finished layout cover a total of 0.00145 mm2. After synthesis the cells add up to 0.00166 mm2. For this block, the via count after detailed routing is 2320. The main area contributors are sky130_fd_sc_hd__nand2_1 14%, sky130_fd_sc_hd__a21oi_1 9.7%, sky130_fd_sc_hd__a22o_1 8.5%, sky130_fd_sc_hd__mux2i_1 5.4%, sky130_fd_sc_hd__a211o_1 4.8%. Data on the critical path is required at its endpoint by 5.92 ns.

With the time the final worst path needs with I/O delays and setup at 5.70 ns, the sequential group share of total power is 0. For the first-pass GRT wire length, the log shows 11700 um. Overall power consumption after layout is estimated at 0.205 mW. Relative slew slack: 0.446. The synthesized design spends more area on one cell type than any other, namely sky130_fd_sc_hd__nand2_1.

Once the clock tree was built, the resizer swapped 0 gates to a different size. The tools report the sequential share of the synthesized area as 0. The number of OpenROAD warnings works out to 34. The report lists the cells along the critical path as clkdlybuf4s50_1 -> nand2b_1 -> a21oi_1 -> o21ai_2 -> nand2_1 -> clkdlybuf4s50_1. The cell that appears most often on the critical path is sky130_fd_sc_hd__clkdlybuf4s50_1. Setup repair after global routing left no endpoint under its margin.

The start point of the worst min-delay path was wdin_i[26]. Once routing completed, OpenROAD measured the worst setup slack at 1.70 ns. Kind of start point of the critical path: an input pin. Initial antenna violation count: 0. Summed over all layers, the global routing overflow is 0.

The global placer's final weighted congestion is 0.899, and the internal power component is 0.128 mW. For this run, the top clock speed supported by timing is 0.175 GHz. The detailed router finished its first iteration with 167 violations. Per the detail_route report, vias per standard cell equal 5.19.
-- cells in the final DEF (no fill, tap or decap), types with 8 or more instances in the layout --
cell type                         synthesis  layout
sky130_fd_sc_hd__a211oi_1                 8       8
sky130_fd_sc_hd__a22o_1                  16      16
sky130_fd_sc_hd__mux2i_1                  9       9
sky130_fd_sc_hd__nand2b_1                11      11
sky130_fd_sc_hd__nor2_1                  13      13
sky130_fd_sc_hd__inv_1                    9       9
sky130_fd_sc_hd__a21o_1                  10      10
sky130_fd_sc_hd__o21ai_0                  9       9
sky130_fd_sc_hd__clkdlybuf4s50_1          0     134
sky130_fd_sc_hd__a21oi_1                 32      32
sky130_fd_sc_hd__nand2_1                 62      62
sky130_fd_sc_hd__a211o_1                  9       9
-- how the worst max path moves through the flow --
stage / startpoint / endpoint / slack (ns) / cells after the start
4_1_cts: adr_i[0] / rd_o[30] / 1.73 / 6
5_1_grt: adr_i[0] / rd_o[21] / 1.50 / 6
6_report: adr_i[0] / rd_o[30] / 1.70 / 6
-- metal layers --
| layer | up-vias | routed length, um | share of wire | track usage |
|---|---|---|---|---|
| li1 | 1194 | - | - | - |
| met1 | 1022 | 3500 | 0.48 | 0.366 |
| met2 | 96 | 3310 | 0.45 | 0.410 |
| met3 | 8 | 426 | 0.058 | 0.0170 |
| met4 | 0 | 120 | 0.016 | 0.0346 |
| met5 | - | 0 | 0 | 0 |
-- final cells by class --
class,instances,share of cell area
repair buffers,139,0.467
multi-input cells,229,0.492
well taps,70,0.0297
inverters,9,0.0115
-- power groups by stage --
| stage | clock network (mW) | logic (mW) | registers [mW] |
|---|---|---|---|
| after CTS | 0 | 0.206 | 0 |
| after global routing | 0 | 0.223 | 0 |
| final | 0 | 0.205 | 0 |
-- cell families (layout without fill, tap and decap cells) --
group | count (synthesis) | count (layout) | share of synthesized area
compound gates | 110 | 110 | 0.463
simple gates | 101 | 101 | 0.289
buf+inv | 36 | 148 | 0.125
mux | 16 | 16 | 0.109
fa+ha+maj | 2 | 2 | 0.0151
-- per-stage QoR --
stage / instances / hold WS (ns) / area (um2)
2_1_floorplan: 265 / 3.01 / 1660
3_3_place_gp: 447 / 3.87 / 2950
3_5_place_dp: 447 / 3.86 / 2950
4_1_cts: 447 / 3.87 / 2950
5_1_grt: 447 / 3.89 / 2950
6_report: 447 / 3.86 / 2950
-- worst max-delay path, delay by kind of cell --
| kind | cells | cell delay (ns) |
|---|---|---|
| buffers and inverters | 2 | 1.39 |
| AND-OR/OR-AND | 2 | 0.80 |
| AND/OR/NAND/NOR | 2 | 0.53 |
No activity file was given, so power comes from the tool's default toggle rates.
